==> ./design.v <==
`timescale 1ns / 1ps
module dht11_controller (
    input clk,
    input rst,
    input start,
    output [7:0] rh_data,
    output [7:0] t_data,
    output dht11_done,
    output dht11_valid,  
    output [3:0] state_led,
    inout dht11_io
);
    wire w_tick;
    tick_gen_10us U_Tick (
        .clk(clk),
        .rst(rst),
        .o_tick(w_tick)
    );
    parameter IDLE = 0, START = 1, WAIT = 2, SYNC_L = 3, SYNC_H = 4, DATA_SYNC = 5, DATA_DETECT = 6, VALID = 7, DATA_DETECT_f = 8, STOP = 9;
    reg [3:0] c_state, n_state;
    reg [$clog2(1900)-1:0] tick_cnt_reg, tick_cnt_next;
    reg dht11_reg, dht11_next;
    reg io_en_reg, io_en_next;
    reg [39:0] data_reg, data_next;
    reg [$clog2(40)-1:0] data_cnt_reg, data_cnt_next;
    reg dht11_done_reg, dht11_done_next;
    reg dht11_valid_reg, dht11_valid_next;
    reg w_tick_d, dht11_io_d, tick_edge_r, dht11_io_r, dht11_io_f; 
    assign dht11_io = (io_en_reg) ? dht11_reg : 1'bz;   
    assign state_led = c_state;
    assign dht11_valid = dht11_valid_reg;
    assign dht11_done = dht11_done_reg;
    assign rh_data = data_reg[23:16]; 
    assign t_data = data_reg[39:32]; 
    always @(posedge clk, posedge rst) begin
        if (rst) begin
            c_state         <= IDLE;
            tick_cnt_reg    <= 0;
            dht11_reg       <= 1;   
            io_en_reg       <= 1;   
            data_reg        <= 0;
            data_cnt_reg    <= 39;
            dht11_valid_reg <= 0;
            w_tick_d        <= 0;
            dht11_io_d      <= 0;
            dht11_done_reg  <= 0;
            dht11_valid_reg <= 0;
        end else begin
            c_state         <= n_state;
            tick_cnt_reg    <= tick_cnt_next;
            dht11_reg       <= dht11_next;
            io_en_reg       <= io_en_next;
            data_reg        <= data_next;
            data_cnt_reg    <= data_cnt_next;
            dht11_valid_reg <= dht11_valid_next;
            dht11_done_reg  <= (dht11_done_reg)?0:dht11_done_next;
            w_tick_d        <= w_tick;
            tick_edge_r     <= (tick_edge_r)? 0: (~w_tick_d & w_tick); 
            dht11_io_d      <= dht11_io;
            dht11_io_r      <= (dht11_io_r)? 0: (~dht11_io_d & dht11_io); 
            dht11_io_f      <= (dht11_io_f)? 0: (dht11_io_d & ~dht11_io); 
        end
    end
    always @(*) begin
        n_state          = c_state;
        tick_cnt_next    = tick_cnt_reg;
        dht11_next       = dht11_reg;
        io_en_next       = io_en_reg;
        data_next        = data_reg;
        dht11_valid_next = dht11_valid_reg;
        dht11_done_next  = dht11_done_reg;
        data_cnt_next    = data_cnt_reg;
        case (c_state)
            IDLE: begin  
                dht11_next = 1;
                io_en_next = 1; 
                if (start) begin
                    n_state = START;
                    dht11_valid_next = 0; 
                end
            end
            START: begin  
                if (w_tick) begin
                    dht11_next = 0;
                    if (tick_cnt_reg == 1900) begin
                        n_state       = WAIT;
                        tick_cnt_next = 0;
                    end else begin
                        tick_cnt_next = tick_cnt_reg + 1;
                    end
                end
            end
            WAIT: begin  
                dht11_next = 1;
                if (w_tick) begin
                    if (tick_cnt_reg == 2) begin
                        n_state       = SYNC_L;
                        tick_cnt_next = 0;
                        io_en_next    = 0;  
                    end else begin
                        tick_cnt_next = tick_cnt_reg + 1;
                    end
                end
            end
            SYNC_L: begin  
                if (w_tick & dht11_io) begin
                    n_state = SYNC_H;
                end
            end
            SYNC_H: begin  
                if (w_tick & !dht11_io) begin
                    n_state = DATA_SYNC;
                    tick_cnt_next = 0;
                end
            end
            DATA_SYNC: begin  
                if (w_tick) begin
                    if (dht11_io) begin
                        n_state       = DATA_DETECT;
                        dht11_next    = 0;
                        tick_cnt_next = 0;
                    end
                end
            end
            DATA_DETECT: begin   
                if (dht11_io & tick_edge_r) begin   
                    tick_cnt_next = tick_cnt_reg + 1;   
                end
                if (dht11_io_f) begin   
                    n_state = DATA_DETECT_f;
                end
            end
            VALID: begin
                if(data_reg[39:32] + data_reg[31:24] + data_reg[23:16] + data_reg[15:8] == data_reg[7:0]) begin
                    dht11_valid_next = 1;
                end else begin
                    dht11_valid_next = 0;
                end
                n_state = STOP;
            end
            DATA_DETECT_f: begin
                if (tick_cnt_reg >= 5) begin   
                    data_next[data_cnt_reg] = 1;
                end else begin   
                    data_next[data_cnt_reg] = 0;
                end
                if (data_cnt_reg == 0) begin
                    tick_cnt_next = 0;
                    data_cnt_next = 39;
                    dht11_done_next = 1;   
                    n_state = VALID;
                end else begin
                    n_state = DATA_SYNC;  
                    data_cnt_next = data_cnt_reg - 1;
                end
            end
            STOP: begin
                if (tick_edge_r) begin  
                    tick_cnt_next = tick_cnt_reg + 1;
                end
                if(tick_cnt_reg == 4) begin
                    n_state = IDLE;
                end
            end
        endcase
    end
endmodule
module tick_gen_10us (
    input  clk,
    input  rst,
    output o_tick
);
    parameter F_CNT = 1000;
    reg [$clog2(F_CNT) - 1:0] counter_reg;
    reg tick_reg;
    assign o_tick = tick_reg;
    always @(posedge clk, posedge rst) begin
        if (rst) begin
            counter_reg <= 0;
            tick_reg    <= 0;
        end else begin
            if (counter_reg == F_CNT - 1) begin
                counter_reg <= 0;
                tick_reg    <= 1;
            end else begin
                counter_reg <= counter_reg + 1;
                tick_reg    <= 0;
            end
        end
    end
endmodule
==> ./run.sh <==
#!/bin/bash
# OpenROAD 26Q1-2900-gdf79404cd8, Yosys 0.63+post, stock flow scripts
make -C /OpenROAD-flow-scripts/flow DESIGN_CONFIG=/design/flow/config.mk WORK_HOME=/design/flow/orfs finish
==> ./config.mk <==
export PLATFORM = sky130hd
export DESIGN_NAME = dht11_controller
export DESIGN_NICKNAME = dht11_controller
export VERILOG_FILES = /design/flow/design.v
export SDC_FILE = /design/flow/constraint.sdc
export NUM_CORES = 4
export LEC_CHECK = 1
export CORE_UTILIZATION = 30
==> ./constraint.sdc <==
current_design dht11_controller

set clk_period 3.9
set clk_io_pct 0.2

create_clock -name clk0 -period $clk_period [get_ports {clk}]

set non_clock_inputs [all_inputs -no_clocks]
set_input_delay [expr $clk_period * $clk_io_pct] -clock clk0 $non_clock_inputs
set_output_delay [expr $clk_period * $clk_io_pct] -clock clk0 [all_outputs]
==> results_dict.tcl <==
# flow metrics
set metrics [dict create \
    stop_stage "clock tree synthesis" \
    post_cts_buffers 0 \
    cts_buffers 9 \
    io_buffers 24 \
    cts.path.max_buffers 2 \
    row_count 46 \
    clockRootBuffer "clkbuf_16" \
    most_common_cell "dfrtp_1" \
    cts-resized-gates 0 \
    synth_seq_share_pct 40.7 \
    dp.cells 698 \
    cts_hold_buffers 0 \
    edf_count 2 \
    ys.flop_type "dfrtp_1" \
    yosys_area_um2 4900 \
    syn_area_per_cell_um2 9.86 \
    top_area_share_pct 36.8 \
    error_line "[error] [KeplerFormal.cpp:679] Workflow failed: Iso has multiple drivers: .dht11_io0, dht11_io$_DFFE_PP1P_.Q0" \
    io_pins 26 \
    status "aborted with a tool error" \
    synth_flops 79 \
    largest_area_cell "dfrtp_1" \
    yosysUniqueCellTypes 60 \
    hpwl_um 7420 \
    fp_util_pct 30.7 \
    ys_cells 497 \
    postSynthCellCount 497 \
    die_h_um 130 \
    cts_sinks 79 \
    htreeDepth 3 \
    synth.top_cells.by_area "dfrtp_1 (37%), a41oi_1 (6.6%), a21oi_1 (5.7%)" \
    place_congestion 0.907 \
    syn-cell-area_um2 4900 \
    die_w_um 130 \
    async_flop_share_pct 97.5 \
    synth_warnings 3 \
    yosys-top-cells-count "dfrtp_1 (72), a21oi_1 (56), a41oi_1 (37), nand2_1 (35), nor2_1 (27)" \
]
-- kinds of logic after synthesis --
logic type | Yosys count | share of synthesized area [%]
buf+inv | 65 | 6.56
xor+xnor | 28 | 5.00
fa+ha+maj | 30 | 9.80
mux | 6 | 1.30
flops | 79 | 40.7
compound gates | 142 | 20.5
simple gates | 147 | 16.2
-- stage by stage --
stage | area [µm²] | worst slack, ns | total power, W
floorplan | 4900 | 1.00 | 0.00273
detailed placement | 5230 | 0.829 | 0.00313
global placement | 5230 | 0.855 | 0.00310
Power figures rest on the tool's default switching activity, not on a simulated workload.
