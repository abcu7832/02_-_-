==> flow/constraint.sdc <==
current_design stopwatch

set clk_period 7.1
set clk_io_pct 0.2

create_clock -name clk0 -period $clk_period [get_ports {clk}]

set non_clock_inputs [all_inputs -no_clocks]
set_input_delay [expr $clk_period * $clk_io_pct] -clock clk0 $non_clock_inputs
set_output_delay [expr $clk_period * $clk_io_pct] -clock clk0 [all_outputs]
==> flow/run.sh <==
#!/bin/bash
# OpenROAD 26Q1-2900-gdf79404cd8, Yosys 0.63+post, stock flow scripts
make -C /OpenROAD-flow-scripts/flow DESIGN_CONFIG=/design/flow/config.mk WORK_HOME=/design/flow/orfs finish
==> flow/config.mk <==
export PLATFORM = sky130hd
export DESIGN_NAME = stopwatch
export DESIGN_NICKNAME = stopwatch
export VERILOG_FILES = /design/flow/design.v
export SDC_FILE = /design/flow/constraint.sdc
export NUM_CORES = 4
export LEC_CHECK = 1
export CORE_UTILIZATION = 40
==> flow/design.v <==
`timescale 1ns / 1ps
module btn_device (
    input  clk,
    input  rst,
    input  i_btn,
    output o_btn
);
    parameter F_COUNT = 1000;
    reg [$clog2(F_COUNT)-1:0] r_counter;
    reg r_clk;
    reg [7:0] q_reg, q_next;
    wire w_debounce;
    reg r_edge_q;
    always @(posedge clk, posedge rst) begin
        if(rst)begin
            r_counter <= 0;
            r_clk <= 1'b0;
        end else begin
            if(r_counter == F_COUNT - 1) begin
                r_counter <= 0;
                r_clk <= 1'b1;
            end else begin
                r_counter <= r_counter + 1;
                r_clk <= 1'b0;
            end
        end
    end
    always @(posedge r_clk, posedge rst) begin
        if(rst)begin
            q_reg <= 0;
        end else begin
            q_reg <= q_next;
        end
    end
    always @(i_btn, q_reg, r_clk) begin   
        q_next = {i_btn, q_reg[7:1]};
    end
    assign w_debounce = &q_reg;
    always @(posedge clk, posedge rst) begin
        if(rst)begin
            r_edge_q <= 0;
        end else begin
            r_edge_q <= w_debounce;
        end
    end
    assign o_btn = w_debounce & (~r_edge_q);
endmodule
`timescale 1ns / 1ps
module fnd_controller (
    input clk,
    input rst,
    input sw0,
    input [6:0] msec,
    input [5:0] sec,
    input [5:0] min,
    input [4:0] hour,
    output [7:0] fnd_data,
    output [3:0] fnd_com
);
    wire [3:0] w_bcd, w_msec_1, w_msec_10, w_sec_1, w_sec_10;
    wire [3:0] w_min_1, w_min_10, w_hour_1, w_hour_10;
    wire [3:0] w_min_hour, w_msec_sec;
    wire w_oclk;
    wire [3:0] w_dp;
    wire [2:0] fnd_sel;
    comparator_500ms U_Comparator_500ms(
        .msec(msec),
        .reset(rst),
        .dp(w_dp)
    );
    clk_devider U_CLK_Div (
        .clk(clk),
        .rst(rst),
        .o_clk(w_oclk)
    );
    counter_8 U_Counter_8 (
        .clk(w_oclk),
        .rst(rst),
        .fnd_sel(fnd_sel) 
    );
    decoder_2x4 U_Decoder_2x4 (
        .fnd_sel(fnd_sel[1:0]),
        .fnd_com(fnd_com)
    );
    digit_splitter #(
        .BIT_WIDTH(7)
    ) U_DS_MSEC (
        .time_data(msec),
        .digit_1  (w_msec_1),
        .digit_10 (w_msec_10)
    );
    digit_splitter #(
        .BIT_WIDTH(6)
    ) U_DS_SEC (
        .time_data(sec),
        .digit_1  (w_sec_1),
        .digit_10 (w_sec_10)
    );
      digit_splitter #(
        .BIT_WIDTH(6)
    ) U_DS_MIN (
        .time_data(min),
        .digit_1  (w_min_1),
        .digit_10 (w_min_10)
    );
    digit_splitter #(
        .BIT_WIDTH(5)
    ) U_DS_HOUR (
        .time_data(hour),
        .digit_1  (w_hour_1),
        .digit_10 (w_hour_10)
    );
    mux_2x1 U_MUX_2x1 (
        .msec_sec(w_msec_sec),
        .min_hour(w_min_hour),
        .sel(sw0),
        .bcd(w_bcd)
    );
    mux_8x1 U_MUX_8x1_MIN_HOUR (
        .sel(fnd_sel),
        .dp(w_dp),
        .digit_1(w_min_1),
        .digit_10(w_msin_10),
        .digit_100(w_hour_1),
        .digit_1000(w_hour_10),
        .bcd(w_min_hour)
    );
    mux_8x1 U_MUX_8x1_MSEC_SEC (
        .sel(fnd_sel),
        .dp(w_dp),
        .digit_1(w_msec_1),
        .digit_10(w_msec_10),
        .digit_100(w_sec_1),
        .digit_1000(w_sec_10),
        .bcd(w_msec_sec)
    );
    bcd U_BCD (
        .bcd(w_bcd),
        .fnd_data(fnd_data)
    );
endmodule
module comparator_500ms (
    input [6:0] msec,
    input reset,
    output reg [3:0] dp
);
    always @(*) begin
        if(reset) begin
            dp <= 4'h0; 
        end else begin
            if(msec>49) begin
                dp <= 4'hf;    
            end else begin
                dp <= 4'he;
            end
        end
    end
endmodule
module mux_2x1 (
    input [3:0] msec_sec,
    input [3:0] min_hour,
    input sel,
    output [3:0] bcd
);
    assign bcd = (sel) ? min_hour : msec_sec;
endmodule
module clk_devider (
    input  clk,
    input  rst,
    output o_clk
);
    reg [$clog2(100_000)-1:0] r_counter;
    reg r_clk;
    assign o_clk = r_clk;  
    always @(posedge clk, posedge rst) begin
        if (rst) begin
            r_counter <= 0;
            r_clk <= 1'b0;  
        end else begin
            if (r_counter == 100_000 - 1) begin   
                r_counter <= 0;
                r_clk <= 1'b1;
            end else begin
                r_counter <= r_counter + 1;
                r_clk <= 1'b0;
            end
        end
    end
endmodule
module counter_8 (   
    input clk,  
    input rst,
    output [2:0] fnd_sel
);
    reg [2:0] r_counter;
    assign fnd_sel = r_counter;
    always @(posedge clk, posedge rst) begin
        if (rst) begin
            r_counter <= 0;
        end else begin
            r_counter <= r_counter + 1;
        end
    end
endmodule
module decoder_2x4 (
    input [1:0] fnd_sel,
    output reg [3:0] fnd_com
);
    always @(fnd_sel) begin
        case (fnd_sel)
            2'b00: begin
                fnd_com = 4'b1110;   
            end
            2'b01:   fnd_com = 4'b1101;
            2'b10:   fnd_com = 4'b1011;
            2'b11:   fnd_com = 4'b0111;
            default: fnd_com = 4'b1111;
        endcase
    end
endmodule
module mux_8x1 (
    input  [2:0] sel,
    input  [3:0] dp,
    input  [3:0] digit_1,
    input  [3:0] digit_10,
    input  [3:0] digit_100,
    input  [3:0] digit_1000,
    output reg [3:0] bcd
);
    always @(*) begin
        case (sel)
            3'b000: bcd = digit_1;
            3'b001: bcd = digit_10;
            3'b010: bcd = digit_100;
            3'b011: bcd = digit_1000;
            3'b110: bcd = dp;
            default: bcd = 4'hf;
        endcase
    end
endmodule
module digit_splitter #(
    parameter BIT_WIDTH = 7
) (
    input [BIT_WIDTH-1:0] time_data,
    output [3:0] digit_1,
    output [3:0] digit_10
);
    assign digit_1  = time_data % 10;   
    assign digit_10 = (time_data / 10) % 10;
endmodule
module bcd (
    input  [3:0] bcd,
    output reg [7:0] fnd_data
);
    always @(bcd) begin
        case (bcd)
            4'h00:   fnd_data = 8'hc0;
            4'h01:   fnd_data = 8'hf9;
            4'h02:   fnd_data = 8'ha4;
            4'h03:   fnd_data = 8'hb0;
            4'h04:   fnd_data = 8'h99;
            4'h05:   fnd_data = 8'h92;
            4'h06:   fnd_data = 8'h82;
            4'h07:   fnd_data = 8'hf8;
            4'h08:   fnd_data = 8'h80;
            4'h09:   fnd_data = 8'h90;
            4'h0E:   fnd_data = 8'h7f;
            default: fnd_data = 8'hff;
        endcase
    end
endmodule
`timescale 1ns / 1ps
module stopwatch ( 
    input        clk,
    input        reset,
    input        btnR_Clear,
    input        btnL_RunStop,
    input        sw0,
    output [7:0] fnd_data,
    output [3:0] fnd_com
);
    wire [$clog2(100)-1:0] w_msec;
    wire [$clog2(60)-1:0] w_sec, w_min;
    wire [$clog2(24)-1:0] w_hour;
    wire w_clear, w_runstop, w_mode;
    wire w_btnR, w_btnL;
    stopwatch_cu U_StopWatch_CU(
        .clk(clk),
        .reset(reset),
        .i_clear(w_btnR),
        .i_runstop(w_btnL),
        .o_clear(w_clear),
        .o_runstop(w_runstop)
    );
    btn_device U_btnR(
        .clk(clk),
        .rst(reset),
        .i_btn(btnR_Clear),
        .o_btn(w_btnR)
    );
    btn_device U_btnL(
        .clk(clk),
        .rst(reset),
        .i_btn(btnL_RunStop),
        .o_btn(w_btnL)
    );
    stopwatch_dp U_Stopwatch_DP(
        .clk(clk),
        .reset(reset),
        .run_stop(w_runstop),
        .clear(w_clear),
        .msec(w_msec),
        .sec(w_sec),
        .min(w_min),
        .hour(w_hour)
    );
    fnd_controller U_FND_CONTROLLER (
        .clk(clk),
        .rst(reset),
        .sw0(sw0),
        .msec(w_msec),
        .sec(w_sec),
        .min(w_min),
        .hour(w_hour),
        .fnd_data(fnd_data),
        .fnd_com(fnd_com)
    );
endmodule
`timescale 1ns / 1ps
module stopwatch_cu(
    input  clk,
    input  reset,
    input  i_clear, 
    input  i_runstop, 
    output o_clear,
    output o_runstop
);
    reg[1:0] state_reg, next_state;
    parameter STOP = 1;
    parameter RUN = 2;
    parameter CLEAR = 3;
    assign o_clear = (state_reg == CLEAR)?1:0;
    assign o_runstop = (state_reg == RUN)?1:0;
    always @(posedge clk, posedge reset) begin
        if(reset) begin state_reg <= STOP; end
        else begin state_reg <= next_state; end
    end
    always @(*) begin
        next_state = state_reg;
        case (state_reg)
            STOP:
                if (i_clear) begin
                    next_state = CLEAR;
                end else if (i_runstop) begin
                    next_state = RUN;
                end else begin
                    next_state = state_reg;
                end
            RUN:
                if (i_runstop) begin
                    next_state = STOP;
                end else begin
                    next_state = state_reg;
                end
            CLEAR:
                if (i_clear) begin
                    next_state = STOP;
                end else begin
                    next_state = state_reg;
                end
        endcase
    end
endmodule
`timescale 1ns / 1ps
module stopwatch_dp (
    input        clk,
    input        reset,
    input        run_stop,
    input        clear,
    output  [6:0] msec,
    output  [5:0] sec,
    output  [5:0] min,
    output  [4:0] hour
);
    wire w_tick_100hz, w_msec_tick, w_sec_tick, w_min_tick, w_hour_tick;
    tick_gen U_tick_gen_10ms(  
        .clk(clk & run_stop),
        .reset(reset|clear),
        .o_tick(w_msec_tick)
    );
    time_counter #(.TICK_COUNT(100)) U_MSEC (
        .clk(clk),
        .rst(reset|clear),
        .i_tick(w_msec_tick),
        .o_time(msec),
        .o_tick(w_sec_tick)
    );
    time_counter #(.TICK_COUNT(60)) U_SEC (
        .clk(clk),
        .rst(reset|clear),
        .i_tick(w_sec_tick),
        .o_time(sec),
        .o_tick(w_min_tick)
    );
    time_counter #(.TICK_COUNT(60)) U_MIN (
        .clk(clk),
        .rst(reset|clear),
        .i_tick(w_min_tick),
        .o_time(min),
        .o_tick(w_hour_tick)
    );
    time_counter #(.TICK_COUNT(24)) U_HOUR (
        .clk(clk),
        .rst(reset|clear),
        .i_tick(w_hour_tick),
        .o_time(hour),
        .o_tick()
    );
endmodule
module tick_gen #(parameter FCOUNT = 1_000_000)(  
    input  clk,
    input  reset,
    output o_tick
);
    reg r_o_tick;
    reg [$clog2(FCOUNT)-1:0] r_counter;
    assign o_tick = r_o_tick;
    always @(posedge clk, posedge reset) begin
        if(reset) begin
            r_counter <= 0;
            r_o_tick <= 0;
        end else if(reset==0)begin   
            if(r_counter == FCOUNT - 1) begin
                r_counter <= 0;
                r_o_tick <= 1;
            end else begin
                r_counter <= r_counter + 1;
                r_o_tick <= 0;
            end      
        end
    end
endmodule
module time_counter #(
    parameter TICK_COUNT = 100
) (
    input                               clk,
    input                               rst,
    input                               i_tick,
    output     [$clog2(TICK_COUNT)-1:0] o_time,
    output                              o_tick
);
    reg [$clog2(TICK_COUNT)-1:0] count_reg, count_next;
    reg o_tick_reg, o_tick_next;
    assign o_time = count_reg;
    assign o_tick = o_tick_reg;
    always @(posedge clk, posedge rst) begin
        if(rst) begin
            count_reg <= 0; 
            o_tick_reg <= 1'b0;
        end else begin
            count_reg <= count_next; 
            o_tick_reg <= o_tick_next;
        end
    end
    always @(*) begin  
        count_next = count_reg; 
        o_tick_next = 1'b0;
        if(i_tick == 1'b1) begin
            if (count_reg == (TICK_COUNT - 1)) begin
                count_next = 1'b0;
                o_tick_next = 1'b1;
            end else begin
               count_next = count_reg + 1; 
               o_tick_next = 1'b0;
            end
        end
    end
endmodule
module tick_gen_100hz (
    input      clk,
    input      rst,
    output reg o_tick_100
);
    parameter FCOUNT = 1_000_000;
    reg [$clog2(FCOUNT)-1:0] r_counter;
    always @(posedge clk, posedge rst) begin
        if(rst) begin 
            r_counter <= 0;
            o_tick_100 <= 0;
        end else begin
            if(r_counter == FCOUNT - 1) begin
                r_counter <= 0; 
                o_tick_100 <= 1'b1;
            end else begin
                r_counter <= r_counter + 1; 
                o_tick_100 <= 1'b0;
            end
        end
    end
endmodule
==> results.txt <==
Flow results are below.

- Post-route period utilization is reported as 0.962.
- The number of unique standard cell types used by synthesis is 82, for reference.
- The layout overhead on the synthesized area is 20.5%, for reference.
- Setup repair after global routing could not meet its margin everywhere.
- The total design power is 1050 uW, for reference.
- Detailed-route iteration 0 reported a violation count of 419.
- On the worst path, the slowest cell contributes a delay of ~0.42 ns.
- Synthesis produced a netlist whose cell count is 707.
- In the final layout, the registers with the most flip-flops are U_Stopwatch_DP.U_tick_gen_10ms.r_counter: 20 flops, U_FND_CONTROLLER.U_CLK_Div.r_counter: 17 flops.
- The clock-pin slew reported for the worst setup and hold paths after clock tree synthesis is about 0.060 ns, for reference.
- The kind of cell with the highest combined delay along the critical path is AND-OR/OR-AND gates.
- The worst setup path is of the in -> out kind.
- Per the OpenROAD floorplan log, the height of the die is 130 microns.
- The filler cell count in the final layout is 1425, for reference.
- Of all flip-flops after synthesis, the portion carrying an async set or reset was 1.00.
- During synthesis, Yosys emitted a total of 15 warnings.
- The total overflow left after global routing is 0.
- The routed length per instance is 13.7 microns, for reference.
- Pins over their slew limit in the final report were tallied at 0.
- In the placement report, post-DP HPWL is listed as 9870 microns.
- 17 I/O pins were placed.
- The register with the most flip-flops in the layout has 20 of them.
- The pre-CTS worst setup slack is -0.349 ns, for reference.
- The count of library flops with an enable pin is 0, for reference.
- The most flop-heavy register is U_Stopwatch_DP.U_tick_gen_10ms.r_counter, for reference.
- The initial utilization of the core area, before any placement, comes to 0.411.
- The count of final setup violators is 0, for reference.
- Per the OpenROAD floorplan log, the area of the die is 17000 sq um.
- For the finished layout, the period the worst path requires is 6.83 ns.
- For the pin with the worst max-slew slack, the measured transition is 0.757 ns.
- The clock insertion delay at the later pin of the skew report is 0.64 ns, for reference.
- Per the detail_route report, inserted antenna diodes total 0.
- The category of the worst setup path launch point is an input port, for reference.
- For reference, the critical path is launched at sw0.
- The most common logic cells in the final layout are 111 x dfrtp_1, 70 x nor2_1, 65 x nand2_1, 58 x buf_4, 42 x nand3_1.
- Counting only logic cells after layout, the most numerous master is dfrtp_1.
- The worst register-to-register path begins at U_Stopwatch_DP.U_tick_gen_10ms.r_counter[15].
- The layout summary lists the proportion of cells stronger than drive strength 1 as 0.167.
- The via count normalized by instance count is 5.37, for reference.
- In this build the clock could be raised as far as 146 MHz.
- The run finished with clean final reports.
- The total wire length after detailed routing is 13800 microns, for reference.
- The total routing usage reported by global routing is 0.179, for reference.
- TritonCTS built the clock tree.
- The area of the synthesized netlist per yosys stat is 6580 sq um, for reference.
- Per the hold report, the tightest min-delay path originates at U_StopWatch_CU.state_reg[1].
- The cell count in the Yosys report is 707, for reference.
- The area of the multi-input gates is 3590 sq um, for reference.
- Entering global routing, the biggest net connects between 60 and 70 pins.
- In this run the horizontal extent of the chip is 130 microns.
- The data required time reported for the critical path is approximately 5.7 ns.
- The worst min-delay path category is reg -> gate, for reference.
- The post-synth register bit count is 112.
- The number of buffers and inverters on the critical path is 6, for reference.
- The detailed-router iteration count before antenna repair is 5, for reference.
- 25 endpoints have no timing constraint.
- The first global-routing pass estimated 23800 microns of wire.
- Row generation in the floorplan step produced 46 rows.
- The clock skew is between 0.08 and 0.09 ns, for reference.
- The count of input and output buffers is 16, for reference.
- The routability congestion estimate from global placement is 0.913, for reference.
- The sequential cell area in the final layout is 2800 sq um, for reference.
- The post-synthesis instance area is between 6000 and 7000 sq um, for reference.
- The via count of the first global-routing pass is 5033.
- The report shows a maximum critical-path fanout of 20.
- The flip-flop cell with the highest count after synthesis is dfrtp_1, for reference.
- The portion of the post-synthesis area used by sequential elements is 0.426, for reference.
- The count of max-cap constraint violations is 0, for reference.
- According to the timing report, the arrival time at the worst endpoint equals 5.41 ns.
- The warning total across the stage logs is 32, for reference.
- On the critical path, the stage with the largest delay is an instance of or3b_1.
- In this run the critical path is formed by clkbuf_2 -> buf_6 -> or3b_1 -> inv_2 -> ha_1 -> nor3_1 -> mux2i_1 -> a311oi_2 -> a211oi_2 -> buf_4 -> a41o_1 -> a221oi_1 -> o2bb2ai_1 -> a211oi_2 -> inv_1 -> ha_1 -> o311a_1 -> clkdlybuf4s50_1.
- The number of endpoints with negative hold slack in the final report is 0, for reference.
- The number of register pins that no clock reaches is 19, for reference.
- The routed layout has around 5.4k vias.
- In this run the remaining antenna-violating nets after routing total 0.
- Per the OpenROAD power report, leakage power amounts to between 0.003 and 0.004 uW.
- The number of antenna violations at the first check in global routing is 0, for reference.
- The worst setup margin is ~0.27 ns, for reference.
- The number of DRC violations after detailed routing is 0, for reference.
- IR analysis of the VDD net gives a maximum drop of 0.188 mV.
- Per the OpenROAD floorplan log, the area of the core is 16000 sq um.
- For this design the ratio of total power to cell area is 133 nW/um^2.
- The critical path capture point type is an output port, for reference.
- The remaining max-slew budget at the tightest pin is 0.494, for reference.
- Averaged over all synthesized cells, the footprint is 9.31 sq um.
-- worst register-to-register path: stages (launching register included) --
cell	delay, ns
dfrtp_1	0.42
or4_1	0.56
nor3_1	0.43
and2_1	0.42
nor2_1	0.10
-- synth_stat cells (11+ instances only) --
cell type | instances | area share
o21ai_0 | 37 | 0.028
xnor2_1 | 29 | 0.039
buf_2 | 13 | 0.0099
nand3_1 | 42 | 0.032
nand2_1 | 65 | 0.037
inv_1 | 22 | 0.013
ha_1 | 21 | 0.040
and3_1 | 16 | 0.015
dfrtp_1 | 111 | 0.42
xor2_1 | 22 | 0.029
nor3_1 | 20 | 0.015
nor2_1 | 71 | 0.040
mux2i_1 | 11 | 0.017
or3_1 | 13 | 0.012
nand4_1 | 19 | 0.018
a21oi_1 | 23 | 0.017
-- kinds of logic (layout without fill, tap and decap cells) --
family                     after synthesis  count (layout)  synth area share
buffers and inverters                   52             131            0.0342
muxes                                   24              24            0.0405
and+or+nand+nor                        296             296             0.225
adders and majority gates               24              24            0.0450
DFF                                    112             112             0.426
xor gates and xnor gates                51              51            0.0678
AOI/OAI and AO/OA                      148             148             0.162
-- layout make-up --
class	instances	share of cell area
Multi-Input combinational cell	543	0.452
Sequential cell	112	0.353
Clock inverter	8	0.0136
Inverter	26	0.0126
Tap cell	216	0.0341
Timing Repair Buffer	81	0.0834
Clock buffer	16	0.0505
-- stage by stage --
stage | hold WS [ns] | area (sq um) | utilization | cells | TNS, ns
after floorplan | -3.23 | 6580 | - | 707 | 0
after global placement | -3.22 | 7320 | 0.458 | 971 | -1.67
after detailed placement | -3.20 | 7320 | 0.458 | 971 | -1.66
after CTS | 0.353 | 7900 | 0.494 | 1001 | 0
after global routing | 0.462 | 7930 | 0.496 | 1002 | -0.0164
final | 0.342 | 7930 | 0.496 | 1002 | 0
-- final timing paths --
check,endpoint,slack [ns],depth (start not counted)
max in group asynchronous,U_Stopwatch_DP.U_MSEC.count_reg[2],4.80,4
max,fnd_data[3],0.27,18
max reg2reg,U_Stopwatch_DP.U_tick_gen_10ms.r_counter[9],5.05,4
max in group gated,clock gate,3.07,6
min,clock gate,0.34,6
min in group clk0,U_btnL.r_counter[0],0.45,1
min in group asynchronous,U_Stopwatch_DP.U_tick_gen_10ms.r_counter[18],0.83,3
min reg2reg,U_btnL.r_counter[0],0.45,1
-- what timing repair did --
action	in CTS	in global routing
endpoints found under the hold margin	1	0
setup buffers	0	1
gates resized	2	9
hold buffers	6	0
pin swaps	2	2
setup endpoints to repair	8	8
-- per-layer routing --
| layer | wire length [microns] | vias up | global-route usage |
|---|---|---|---|
| met5 | 0 | - | 0 |
| met4 | 116 | 0 | 0.0198 |
| met3 | 494 | 10 | 0.0317 |
| met2 | 6130 | 101 | 0.266 |
| met1 | 7010 | 2568 | 0.289 |
| li1 | - | 2702 | - |
-- report_power, final --
group	switching (uW)	total (uW)	internal (uW)
clock	193	600	407
combinational	26.3	41.0	14.8
sequential	0	410	410
total	220	1050	832
Power figures rest on the tool's default switching activity, not on a simulated workload.
