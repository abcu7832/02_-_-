==> ./run.sh <==
#!/bin/bash
# OpenROAD 26Q1-2900-gdf79404cd8, Yosys 0.63+post, stock flow scripts
make -C /OpenROAD-flow-scripts/flow DESIGN_CONFIG=/design/flow/config.mk WORK_HOME=/design/flow/orfs finish
==> ./config.mk <==
export PLATFORM = sky130hd
export DESIGN_NAME = seq_detector_1010
export DESIGN_NICKNAME = seq_detector_1010
export VERILOG_FILES = /design/flow/design.v
export SDC_FILE = /design/flow/constraint.sdc
export NUM_CORES = 4
export LEC_CHECK = 1
export CORE_AREA = 10 10 70 70
export DIE_AREA = 0 0 80 80
==> ./constraint.sdc <==
current_design seq_detector_1010

set clk_period 1.3
set clk_io_pct 0.2

create_clock -name clk0 -period $clk_period [get_ports {clk}]

set non_clock_inputs [all_inputs -no_clocks]
set_input_delay [expr $clk_period * $clk_io_pct] -clock clk0 $non_clock_inputs
set_output_delay [expr $clk_period * $clk_io_pct] -clock clk0 [all_outputs]
==> ./design.v <==
`timescale 1ns / 1ps
module mealy_fsm (
    input clk, input reset, input din_bit,
    output dout_bit
);
    reg [2:0] state_reg, next_state;
    parameter start = 3'b000;
    parameter rd0_once = 3'b001;
    parameter rd1_once = 3'b010;
    parameter rd0_twice = 3'b011;
    parameter rd1_twice = 3'b100;
    always @(state_reg, din_bit) begin
        case (state_reg)
            start:  if (din_bit == 0) begin next_state=rd0_once; end 
                    else if(din_bit) begin next_state = rd1_once; end 
                    else begin next_state=start; end
            rd0_once: if (din_bit == 0) begin next_state=rd0_twice; end 
                    else if(din_bit) begin next_state = rd1_once; end 
                    else begin next_state=start; end
            rd0_twice:if (din_bit == 0) begin next_state=rd0_twice; end 
                    else if(din_bit) begin next_state = rd1_once; end 
                    else begin next_state=start; end
            rd1_once:if (din_bit == 0) begin next_state=rd0_once; end 
                    else if(din_bit) begin next_state = rd1_twice; end 
                    else begin next_state=start; end
            rd1_twice:if (din_bit == 0) begin next_state=rd0_once; end 
                    else if(din_bit) begin next_state = rd1_twice; end 
                    else begin next_state=start; end
            default: next_state=start;
        endcase
    end
    always @(posedge clk, posedge reset) begin
        if(reset) state_reg <= start;
        else state_reg<=next_state;
    end
    assign dout_bit = ((state_reg==rd0_twice)||(state_reg==rd1_twice))?1:0;
endmodule
module seq_detector_1010 (
    input clk, input reset, input din_bit,
    output dout_bit
);
    reg [3:0] state_reg, next_state;
    parameter A = 1;
    parameter B = 2;
    parameter C = 3;
    parameter D = 4;
    always @(state_reg, din_bit) begin
        case (state_reg)
            A:if (din_bit == 1) begin next_state=B; end 
                    else if(din_bit) begin next_state = A; end 
            B:if (din_bit == 0) begin next_state=C; end 
                    else if(din_bit) begin next_state = A; end 
            C:if (din_bit == 1) begin next_state=D; end 
                    else if(din_bit) begin next_state = A; end 
            D:if (din_bit == 0) begin next_state=A; end 
                    else if(din_bit) begin next_state = B; end 
            default: next_state=A;
        endcase
    end
    always @(posedge clk, posedge reset) begin
        if(reset) state_reg <= A;
        else state_reg<=next_state;
    end
    assign dout_bit = (((state_reg==D)&&(din_bit==0)))?1:0;
endmodule
==> impl_metrics.json <==
{
  "status": "finished with violations",
  "violations": "setup timing",
  "cts-buffers-inserted": 3,
  "ys_cells": 16,
  "syn_inst": 16,
  "antenna_found_initial": 0,
  "first_global_vias": 167,
  "rsz0062_at_grt": "yes",
  "worst-setup-path-type": "register to output pin",
  "cts_max_level": 1,
  "clk_path_buf_depth": 2,
  "maxSlewHeadroom_pct": 84.06,
  "portBuffers": 3,
  "wl_per_cell_um": 5.355,
  "ys_chip_area_um2": 195.2,
  "placed_cell_area_um2": 320.3,
  "fillers": 398,
  "wl_um": 407,
  "arrival_ns": 1.14,
  "routabilityCongestion": 0.5857,
  "setup_slack_ns": -0.1049,
  "min_path_type": "primary input to async pin",
  "report.final.slew_viol_count": 0,
  "max_freq_ghz": 0.7118,
  "unclocked_regs": 3,
  "rows": 21,
  "grt_max_degree": 7,
  "drc_errors": 0,
  "die_w_um": 80,
  "clk_pin_slew_ns": 0.04,
  "ys_ff": 6,
  "hold_viol": 0,
  "antennaDiodeCount": 0,
  "die_area_um2": 6400,
  "grt_use_total_pct": 1.206,
  "met3_usage_pct": 0.5682,
  "top_usage_layer": "met2",
  "ant_nets": 0,
  "io_pins": 4,
  "layout_top_cell": "buf_4",
  "yosysUniqueCellTypes": 12,
  "grt_util_met2_pct": 1.766,
  "worstPathRequired_ns": 1.04,
  "dieHeight_um": 80,
  "core_area_um2": 3416,
  "vias": 160,
  "drt-pass1-iter-count": 2,
  "grt_pass1_wl_um": 655,
  "cp_max_fo": 2,
  "worst_setup_path_start_kind": "register",
  "drv_cap": 0,
  "area_growth_pct": 89.10,
  "viasPerCell": 2.105,
  "setup_violations": 1,
  "grtUsageMet1_pct": 1.471,
  "avgSynthCellArea_um2": 12.20,
  "p_total_uw": 285.8,
  "untimed_endpoints": 6,
  "irDropWorstVdd_mv": 0.08201,
  "cp-end-kind": "output pin",
  "regArea_um2": 121.4,
  "synth-warning-count": 1,
  "period_used_pct": 108.1,
  "grt_overflow": 0,
  "pwr_density_cell_nw_per_um2": 774.3,
  "logic_area_um2": 82.58,
  "drive_gt1_share_pct": 50.00,
  "p_leak_nw": 0.1626,
  "warnings": 27,
  "tns_ns": -0.1049,
  "min_period_ns": 1.405,
  "drt_iter0_markers": 3,
  "synth.cell_area_um2": 195.2,
  "root_buffer": "clkbuf_4",
  "lay_top_cells": "7 x buf_4, 3 x clkbuf_4, 3 x dlxtn_1",
  "cts_tree": "done",
  "final_area_um2": 369.1,
  "core_util_floorplan_pct": 5.714,
  "max_slew.worst_pin.slew_ns": 0.2357
}
-- routing by layer --
layer,vias up,wire [µm]
met2,2,185
met3,0,44
met1,74,177
met4,0,0
li1,84,-
met5,-,0
-- kinds of logic after synthesis --
| kind of cell | Yosys count | share of synthesized area (%) |
|---|---|---|
| and+or+nand+nor | 7 | 28.85 |
| DFF | 3 | 39.11 |
| latches | 3 | 23.08 |
| AOI/OAI and AO/OA | 2 | 7.050 |
| buffers and inverters | 1 | 1.921 |
-- worst max-delay path: stages (launching register included) --
cell     delay [ns]
dfstp_2        0.53
nor3b_2        0.04
buf_4          0.13
nor2b_4        0.11
buf_2          0.10
-- cells in the mapped netlist --
cell type / number / area [µm²]
and4bb_1: 1 / 12.51
a211o_1: 1 / 8.760
and2b_2: 1 / 8.760
dlxtn_1: 3 / 45.04
o21ai_0: 1 / 5.000
dfrtp_1: 2 / 50.05
nor2b_1: 2 / 12.51
inv_1: 1 / 3.750
nor4b_1: 1 / 8.760
nor3b_1: 1 / 7.510
and3_1: 1 / 6.260
dfstp_2: 1 / 26.28
-- where the power goes --
group | internal, mW | leakage, nW | switching (mW) | total, mW
registers | 0.100 | 0.0608 | 0.00110 | 0.102
logic | 0.0140 | 0.0868 | 0.00920 | 0.0232
clock network | 0.115 | 0.0150 | 0.0462 | 0.161
total | 0.229 | 0.163 | 0.0565 | 0.286
-- metrics by stage --
stage,hold slack [ns],utilization [%],std cells,worst slack [ns]
after floorplan,0.01292,-,16,0.3124
after global placement,0.4347,9.377,70,-0.2573
after detailed placement,0.4353,9.377,70,-0.2943
final,0.1908,10.81,76,-0.1049
after global routing,0.1950,10.81,76,-0.1562
after CTS,0.1837,10.37,75,-0.1390
-- cell type report --
class                   count  share of cell area [%]
flip-flops and latches      6                   32.88
multi-input cells           9                   22.37
repair buffers             10                   21.02
well taps                  46                   15.59
clock buffers               4                   7.119
inverters                   1                   1.017
-- worst max-delay path by stage --
stage          end  cells past startpoint                   start  slack, ns
6_report  dout_bit                      4  state_reg[0]$_DFF_PP1_      -0.10
5_1_grt   dout_bit                      4  state_reg[1]$_DFF_PP0_      -0.16
4_1_cts   dout_bit                      4  state_reg[1]$_DFF_PP0_      -0.14
-- what timing repair did --
action	CTS	global route
setup endpoints to repair	1	1
buffers inserted	1	1
gates resized	4	1
hold buffers	0	0
pin swaps	1	1
Power is estimated from default activity; no workload was simulated.
